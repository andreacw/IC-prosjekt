## flow/run.sh

```bash
#!/bin/bash
# OpenROAD 26Q1-2900-gdf79404cd8, Yosys 0.63+post, stock flow scripts
make -C /OpenROAD-flow-scripts/flow DESIGN_CONFIG=/design/flow/config.mk WORK_HOME=/design/flow/orfs finish
```

## flow/config.mk

```make
export PLATFORM = sky130hd
export DESIGN_NAME = RE_control
export DESIGN_NICKNAME = RE_control
export VERILOG_FILES = /design/flow/design.v
export SDC_FILE = /design/flow/constraint.sdc
export NUM_CORES = 4
export LEC_CHECK = 1
export CORE_AREA = 10 10 104 104
export DIE_AREA = 0 0 114 114
```

## flow/constraint.sdc

```tcl
current_design RE_control

set clk_period 2.0
set clk_io_pct 0.2

create_clock -name clk0 -period $clk_period [get_ports {clk}]

set non_clock_inputs [all_inputs -no_clocks]
set_input_delay [expr $clk_period * $clk_io_pct] -clock clk0 $non_clock_inputs
set_output_delay [expr $clk_period * $clk_io_pct] -clock clk0 [all_outputs]
```

## flow/design.v

```verilog
`timescale 1 ms / 1 us
module CTRL_ex_time (input wire exp_inc, exp_dec, clk, reset, output reg [4:0] ex_time);
	always @(posedge clk) begin
		if (reset) ex_time <= 15;
		if (exp_inc & ex_time<30) ex_time <= ex_time+1;
		else if (exp_dec & ex_time>2) ex_time <= ex_time-1;
	end
endmodule					
`timescale 1ms / 1us
module FSM_ex_control(input reg init, clk, reset, ovf5, output reg NRE_1, NRE_2, ADC, expose, erase, start); 
	parameter [1:0] idle = 2'b00;
	parameter [1:0] exposure = 2'b01;
	parameter [1:0] readout = 2'b10;
	reg [1:0] state, next_state;
	reg [4:0] read_counter;
	always @(posedge clk) begin
		if (reset) begin
			state <= idle;	 
			read_counter <= 0;
		end
		else state <= next_state;
		if (state == readout) read_counter <= read_counter + 1; 
	end
	always @ (*)  begin
			case (state)
				idle : begin
					erase <= 1;
					expose <= 0;
					NRE_1 <= 1;
					NRE_2 <= 1;
					ADC <= 0;
					start <= 0;
					if (init) begin
						next_state <= exposure;
						start <= 1;
						expose <= 0;
						erase <= 1;
					end
					else next_state <= state;
				end
				exposure : begin
					 erase <= 0;
					 start <= 0;
					 expose <= 1;
					if (ovf5) begin 
						next_state <= readout;
						expose <= 0;
					end
					else next_state <= exposure;
				end
				readout : begin
					 if (read_counter == 0) NRE_1 <= 0;
					 if (read_counter == 1) ADC <= 1;
					 if (read_counter == 2) ADC <= 0;
					 if (read_counter == 3) NRE_1 <= 1;
					 if (read_counter == 4) NRE_2 <= 0;
					 if (read_counter == 5) ADC <= 1;
					 if (read_counter == 6) ADC <= 0;
					 if (read_counter == 7) NRE_2 <= 1;
					 if (read_counter == 8) begin 
						 next_state <= idle;
						 erase <= 1;
					 end
				end	
			endcase
		 end
endmodule
`timescale 1 ms / 1 us
module RE_control ( input reg init , exp_inc, exp_dec, clk , reset , output reg NRE_1 , NRE_2 , ADC , expose , erase );
	reg ovf5 , start ;
	reg [4:0] ex_time ;	   
	CTRL_ex_time Ctrl_ex ( exp_inc, exp_dec, clk , reset , ex_time ); 
	Timer_counter Timer (clk , reset , start, ex_time , ovf5);
	FSM_ex_control FSM (init , clk , reset , ovf5, NRE_1 , NRE_2, ADC, expose , erase , start );
endmodule
`timescale 1 ms / 1 us
module Timer_counter (input wire clk, reset, start, input reg [4:0] ex_time, output reg ovf5);
	reg  [4:0] timer;  
	reg keep_counting;
	always @(posedge clk) begin
		if (reset) begin
			timer <= 0;
			ovf5 <= 0;
			keep_counting = 0;
		end
		else if (start) begin 
			timer <= ex_time - 1;
			keep_counting <= 1;
		end	   
		else if(timer != 0 && keep_counting) timer <= timer -1;
		else if (timer == 0 && keep_counting) begin 
			ovf5 <= 1;
			keep_counting <= 0;
		end
	end
endmodule					
```

==> notes.md <==
Implementation results are summarized by area below.

Synthesis
The area reported by Yosys stat is 1410 um2. In this run the mean area of a mapped cell was around 9.5 um2. For this run, asynchronously set or reset flops after synthesis account for 0%. Sorting the synthesized cells by area gives the leading types as sky130_fd_sc_hd__edfxtp_1 (21%), sky130_fd_sc_hd__dfxtp_1 (13%), sky130_fd_sc_hd__ha_1 (9.7%), sky130_fd_sc_hd__dlxtn_1 (8.5%), sky130_fd_sc_hd__inv_1 (3.5%). The distinct cell type count of the synthesized netlist is 43. The synthesized area is 1410 um2. Of the total synthesized cell area, the portion taken by AND-OR and OR-AND cells is between 10% and 20%.

For this run, the number of Yosys warnings is 3. The number of cells reported by Yosys stat comes to roughly 150. The top-area cell type share of the netlist area is 21.3%.

Grouping non-sequential cells by family puts the most area in simple AND/OR/NAND/NOR gates. The proportion of synthesized area in mux cells is 0.709%. The predominant post-synthesis flop cell is sky130_fd_sc_hd__edfxtp_1.

The post-synthesis share of cell area spent on and, or, nand and nor gates is 21.3%. The post-synth register bit count is 27. Sorting the Yosys area breakdown by cell type puts at the top sky130_fd_sc_hd__edfxtp_1. Synthesis handed over a netlist of 149 instances. In this run, the synthesized area fraction spent on adder and majority cells is recorded as 9.74%.

The xor/xnor cell area share of the yosys netlist is 4.96%. Counting flops with a built-in enable in the synthesized netlist gives 10.

Layout
Counting only logic cells after layout, the most numerous master is sky130_fd_sc_hd__inv_1. The post-route netlist has 10.4% of its cells at a drive strength greater than 1. The core occupancy in the finished layout is approximately a fifth. The final layout report lists a filler cell count of a little under 1,000.

Registers take 601 um2. Leaving out fill and tap cells, the most frequent cells in the layout are sky130_fd_sc_hd__inv_1 (13), sky130_fd_sc_hd__ha_1 (11), sky130_fd_sc_hd__edfxtp_1 (10), sky130_fd_sc_hd__nor2_1 (10). The area of the multi-input gates is 736 um2. The signed area change from the synthesized netlist to the final layout is 20.5%.

Pwr
The net switching power in the latest report is about 0.46 mW. Looking at the VDD voltage map, the peak drop is 0.206 mV. The switching part of the total is 33.6%.

The completed layout was analyzed and its total power is 1.36 mW. Looking at the power breakdown, sequential logic takes 42.2% of the total. The part of the power in the clock network is 19.0%.

In this run the static leakage power is 0.678 nW. The combinational fraction of design power is 38.8%. The power per unit of standard cell area is between 700 and 800 nW/um2. The internal power consumption is between 0.9 and 1 mW.

Final timing
The final hold violation count recorded for this run is 0. The final-layout setup total negative slack is 0 ps. 13 endpoints have no timing constraint. The highest clock rate is ~570 MHz. After layout, the worst path uses 87.3% of the clock period. The clock skew is 2.15 ps. The final hold slack is 511 ps. The clock period could shrink to 1750 ps.

The number of pins exceeding their max-slew limit in the final report is 0. The pin closest to its max-slew limit shows a slew of 385 ps. The number of setup violations in the final report is 0. Setup repair after global routing left no endpoint under its margin.

The timer found 8 register pins that no clock reaches; their paths are not timed. The smallest setup slack after layout is 254 ps. The max-slew check reports its worst relative slack as 74.3%.

Worst setup path
For reference, the most critical setup path is categorized as flip-flop to flip-flop. The master of the slowest instance on the critical path is sky130_fd_sc_hd__o41a_4. For the worst flop-to-flop path, the logic depth is 2.

The worst-case register-to-register setup slack is 250 ps. The maximum fanout along the worst path is 7. The startpoint identified for the worst register-to-register timing path is Ctrl_ex.ex_time[4]. The kind of end point of the critical path is a flip-flop. The worst setup path is launched from a flip-flop. The capture point of the worst register-to-register path is recorded as Ctrl_ex.ex_time[4]. The endpoint required time on the critical path is 1970 ps. The cell sequence reported for the critical path is o41a_4, or3_1. The arrival time of data at the worst endpoint is listed as 1720 ps. The delay of the slowest cell on the worst path is roughly 500 ps.

Run
The reported max-cap violation count is 0. Summing over the stages, the warning tally comes to 32.

Placed design
The global placer's final weighted congestion is between 0.7 and 0.8. The buffer_ports step reported a buffer count of 9. The worst setup slack before clock tree synthesis is 173 ps. The half-perimeter wire length after detailed placement is 2050 um.

Floorplan
The number of I/O pins is 10. After floorplanning, the die was sized to cover 13,000 um2. The core area is 8680 um2. After floorplanning, the core was divided into 34 placement rows.

At the floorplan stage, the core utilization is reported as 16.3%. The x dimension of the die is 114 um. The overall die height is 114 um.

Route
The wire length per cell is 9.48 um. Per the post-route antenna check, the number of violating nets is 0. Dividing the detail-routed via count by the number of cells gives between 3 and 4. Per the detail_route report, the via count comes to around 1,000.

For this run, the detailed router's first-pass iteration total came to 4. The remaining routing DRC violations is 0. The wire length after detailed routing is 2570 um. The antenna diode count is 0. Once iteration 0 of detailed routing completed, the report listed ~48 DRC markers.

Min path
The hold path endpoint is Timer.timer[4]. The class of the most critical hold timing path is flip-flop to flip-flop. The worst hold path depth is 2. Looking at hold timing, the worst path starts from Timer.timer[4].

Global route
The via count of the first global-routing pass is 1,007. The number of antenna violations at the first check in global routing was 0. The global-route usage over all layers is 4.00%. Summed over all layers, the global routing overflow is 0. The first global-routing pass estimated 4440 um of wire. The largest net degree at the start of global routing is 14.

Clock tree
In this run, post-CTS hold repair placed 0 buffers. Gates resized during post-CTS repair numbered 0. The clock transition at the registers of the reported paths is roughly 70 ps. The number of setup buffers added after CTS is 0.

The number of H-tree levels is 1. The number of buffers on the longest clock path is 2. TritonCTS built the clock tree. At the later pin of the worst-skew pair, clock insertion delay measures 250 ps.

The number of buffers added by the clock tree synthesis step is 3. The clock tree root driver cell is sky130_fd_sc_hd__clkbuf_8.

Outcome
The flow ran to the end, and the final reports show no timing, DRC or antenna violations.
-- critical path: cells and delay by family, from the launching register on --
kind | cells | cell delay (ps)
AOI/OAI and AO/OA | 1 | 500
DFF | 1 | 490
and+or+nand+nor | 1 | 470
-- final cells by class --
cell class / instances / area share, %
multi-input combinational: 104 / 43.2
inverter: 13 / 2.87
sequential: 27 / 35.3
clock inverter: 1 / 0.294
clock buffer: 3 / 2.43
timing repair buffer: 15 / 7.94
tap: 108 / 7.94
-- metrics by stage --
stage | cells | cell area [um2]
global route | 271 | 1700
finish | 271 | 1700
floorplan | 149 | 1410
detailed placement | 267 | 1660
global placement | 267 | 1660
CTS | 271 | 1700
-- power by group through the flow --
stage,Sequential [mW],Clock (mW),Combinational (mW)
final,0.574,0.259,0.528
after CTS,0.574,0.267,0.530
after global routing,0.586,0.285,0.586
-- worst max path at each step --
stage / from / end / cells past startpoint
after CTS: Ctrl_ex.ex_time[4] / Ctrl_ex.ex_time[4] / 2
after global routing: Ctrl_ex.ex_time[4] / Ctrl_ex.ex_time[1] / 2
final: Ctrl_ex.ex_time[4] / Ctrl_ex.ex_time[4] / 2
-- metal layers --
metal	share of wire [%]	track usage, %	vias to the layer above
met3	4.1	1.28	2
li1	-	-	547
met5	0	0	-
met1	48	5.25	489
met4	1.1	0.585	0
met2	47	6.45	5
-- registers in the layout, indices dropped and copies added (netlist names), 2 cells and up --
register          cells
Ctrl_ex.ex_time       5
FSM.read_counter      5
Timer.timer           5
FSM.next_state        2
FSM.state             2
-- cell usage after synthesis, types with 2 or more instances --
cell,number
sky130_fd_sc_hd__dfxtp_1,9
sky130_fd_sc_hd__xnor2_1,5
sky130_fd_sc_hd__dlxtn_1,8
sky130_fd_sc_hd__or2_2,2
sky130_fd_sc_hd__clkbuf_1,3
sky130_fd_sc_hd__edfxtp_1,10
sky130_fd_sc_hd__nand3_1,7
sky130_fd_sc_hd__and2_1,5
sky130_fd_sc_hd__xor2_1,3
sky130_fd_sc_hd__nor2b_1,6
sky130_fd_sc_hd__nand3b_1,3
sky130_fd_sc_hd__nand4_1,3
sky130_fd_sc_hd__nor2_1,10
sky130_fd_sc_hd__a21oi_1,8
sky130_fd_sc_hd__nand2_1,8
sky130_fd_sc_hd__inv_1,13
sky130_fd_sc_hd__nor3_1,3
sky130_fd_sc_hd__ha_1,11
sky130_fd_sc_hd__o21ai_0,5
sky130_fd_sc_hd__a21o_1,3
sky130_fd_sc_hd__a221oi_1,2
-- cells by family (layout without fill, tap and decap cells) --
group                      after synthesis  after routing
AOI/OAI and AO/OA                       30             30
xor gates and xnor gates                 8              8
adders and majority gates               11             11
buffers and inverters                   18             32
DFF                                     19             19
latches                                  8              8
muxes                                    1              1
and+or+nand+nor                         54             54
Power is estimated from default activity; no workload was simulated.
